==> ./design.v <==
`timescale 1ns / 1ps
module Traffic_Light_Controller(
    input clk,rst,
    output reg [2:0]light_M1,
    output reg [2:0]light_S,
    output reg [2:0]light_MT,
    output reg [2:0]light_M2
    );
    parameter  S1=0, S2=1, S3 =2, S4=3, S5=4,S6=5;
    reg [3:0]count;
    reg[2:0] ps;
    parameter  sec7=7,sec5=5,sec2=2,sec3=3;
    always@(posedge clk or posedge rst)
        begin
        if(rst==1)
        begin
        ps<=S1;
        count<=0;
        end
        else
            case(ps)
                S1: if(count<sec7)
                        begin
                        ps<=S1;
                        count<=count+1;
                        end
                    else
                        begin
                        ps<=S2;
                        count<=0;
                        end
                S2: if(count<sec2)
                        begin
                        ps<=S2;
                        count<=count+1;
                        end
                    else
                        begin
                        ps<=S3;
                        count<=0;
                        end
                S3: if(count<sec5)
                        begin
                        ps<=S3;
                        count<=count+1;
                        end
                    else
                        begin
                        ps<=S4;
                        count<=0;
                        end
                S4:if(count<sec2)
                        begin
                        ps<=S4;
                        count<=count+1;
                        end
                    else
                        begin
                        ps<=S5;
                        count<=0;
                        end
                S5:if(count<sec3)
                        begin
                        ps<=S5;
                        count<=count+1;
                        end
                    else
                        begin
                        ps<=S6;
                        count<=0;
                        end
                S6:if(count<sec2)
                        begin
                        ps<=S6;
                        count<=count+1;
                        end
                    else
                        begin
                        ps<=S1;
                        count<=0;
                        end
                default: ps<=S1;
                endcase
            end   
            always@(ps)    
            begin
                case(ps)
                    S1:
                    begin
                       light_M1<=3'b001;
                       light_M2<=3'b001;
                       light_MT<=3'b100;
                       light_S<=3'b100;
                    end
                    S2:
                    begin 
                       light_M1<=3'b001;
                       light_M2<=3'b010;
                       light_MT<=3'b100;
                       light_S<=3'b100;
                    end
                    S3:
                    begin
                       light_M1<=3'b001;
                       light_M2<=3'b100;
                       light_MT<=3'b001;
                       light_S<=3'b100;
                    end
                    S4:
                    begin
                       light_M1<=3'b010;
                       light_M2<=3'b100;
                       light_MT<=3'b010;
                       light_S<=3'b100;
                    end
                    S5:
                    begin
                       light_M1<=3'b100;
                       light_M2<=3'b100;
                       light_MT<=3'b100;
                       light_S<=3'b001;
                    end
                    S6:
                    begin 
                       light_M1<=3'b100;
                       light_M2<=3'b100;
                       light_MT<=3'b100;
                       light_S<=3'b010;
                    end
                    default:
                    begin 
                       light_M1<=3'b000;
                       light_M2<=3'b000;
                       light_MT<=3'b000;
                       light_S<=3'b000;
                    end
                    endcase
            end                
endmodule
==> ./run.sh <==
#!/bin/bash
# OpenROAD 26Q1-2900-gdf79404cd8, Yosys 0.63+post, stock flow scripts
make -C /OpenROAD-flow-scripts/flow DESIGN_CONFIG=/design/flow/config.mk WORK_HOME=/design/flow/orfs finish
==> ./config.mk <==
export PLATFORM = sky130hd
export DESIGN_NAME = Traffic_Light_Controller
export DESIGN_NICKNAME = Traffic_Light_Controller
export VERILOG_FILES = /design/flow/design.v
export SDC_FILE = /design/flow/constraint.sdc
export NUM_CORES = 4
export LEC_CHECK = 1
export CORE_AREA = 10 10 85 85
export DIE_AREA = 0 0 95 95
==> ./constraint.sdc <==
current_design Traffic_Light_Controller

set clk_period 2.6
set clk_io_pct 0.2

create_clock -name clk0 -period $clk_period [get_ports {clk}]

set non_clock_inputs [all_inputs -no_clocks]
set_input_delay [expr $clk_period * $clk_io_pct] -clock clk0 $non_clock_inputs
set_output_delay [expr $clk_period * $clk_io_pct] -clock clk0 [all_outputs]
==> results.toml <==
# physical design summary
[sta]
worst_clock_skew_ns = 0.007517
max_freq_mhz = 439.7
grt_setup_unrepaired = "false"
timing.final.setup_violations = 0
fin_hold_ws_ns = 0.5155
slew_viol_final = 0
finalHoldViolCount = 0
timing_worst_slew_pin_value_ns = 0.4422
setup_total_negative_slack_ns = 0
final.min_clock_period_ns = 2.274
timing.slew.headroom = 0.6976
layout_worst_path_cycle_share = 0.8747

[finish]
instances_no_fill = 156
syn2layout_area_growth_pct = 30.67
post_route_cells_drive_above_1_share = 0.1667

[clock_network]
hold_buffers = 0
numCtsBuffers = 3
cts_max_level = 1
cts_num_sinks = 10
clkSlewWorstSetupHoldPaths_ns = 0.05
cts_tree = "done"
cts_buffer_depth = 2
clock_insertion_delay_at_the_later_pin_of_the_skew_report_ns = 0.24
clock-root-buffer = "sky130_fd_sc_hd__clkbuf_8"
cts_resized = 0
cts_setup_buffers = 0

[worst_setup_path]
critical_path.max_fanout = 7
critPathLaunchType = "register"
cp_slowest_stage_delay_ns = 0.43
crit_family = "simple AND/OR/NAND/NOR gates"
crit_type = "register to output port"
critPathRequiredTime_ns = 2.08
worst_path_max_delay_cell = "sky130_fd_sc_hd__dfrtp_1"
timing.critical_path.to_type = "output port"
cp_cell_sequence = "or2_2, or3_1, clkdlybuf4s50_1"
worst-path-buf-inv = 1
worst_ep_arrival_time_ns = 1.75

[yosys]
synth_top_area_share = 0.3346
synth_sequential_area_ratio = 0.3736
synth_warnings = 1
synth_top_cell_by_area = "sky130_fd_sc_hd__dfrtp_1"
ys_types = 32
synth_stat.cells = 77
netlist_area_um2 = 673.1
yosysChipArea_um2 = 673.1
area_leaders = "sky130_fd_sc_hd__dfrtp_1 (33%), sky130_fd_sc_hd__dfstp_2 (3.9%), sky130_fd_sc_hd__nor2_1 (3.9%)"
synth_cells = 77
synth_flops = 10
synth_area_per_cell_um2 = 8.742

[global_route]
global_route.overflow_total = 0
via_count_of_the_first_global_routing_pass = 540
grt.total_usage = 0.03660
grt_pass1_wl_mm = 2.635
initial_antenna_violation_count = 0
grt_max_degree = 12

[status]
result_of_the_run = "finished, final reports clean"

[route]
drt-pass1-iter-count = 4
drc = 0
vias = 548
wirelength_mm = 1.590
n_antenna_cell = 0
vias_per_cell = 3.513
final_antenna_net_count = 0
routedWlPerCell_um = 10.19
drt_iter0_drc = 14

[floorplanning]
rows = 27
die_w_um = 95
fp.coreArea_um2 = 5473
fp-utilization = 0.1230
chip_area_um2 = 9025
die_height_um = 95
num_io_pins = 14

[place]
port_buffers = 13
dp.final_hpwl_mm = 1.200
dp_cells = 152
placer_congestion_estimate = 0.8273

[power_and_ir_drop]
power_leakage_nw = 0.3533
power-per-cell-area_nw_per_um2 = 404.5
vdd_ir_drop_max_uv = 162.0

[run]
warnings = 26
max_cap_viols = 0

[hold_path]
hold_class = "register to register"
-- through the flow --
step | setup WS, ns | util | area (µm²) | total power, mW
after detailed placement | 0.5707 | 0.1507 | 824.5 | 0.1634
after global placement | 0.5714 | 0.1507 | 824.5 | 0.1635
final | 0.3258 | 0.1607 | 879.6 | 0.3558
after CTS | 0.3148 | 0.1607 | 879.6 | 0.3606
after floorplan | 1.064 | - | 673.1 | 0.1609
after global routing | 0.2664 | 0.1607 | 879.6 | 0.3736
-- final cells by class --
type	instances	area, µm²
flip-flops and latches	10	251.5
repair buffers	13	130.1
well taps	72	90.09
fillers	616	4593
multi-input cells	51	330.3
clock buffers	4	55.05
inverters	6	22.52
-- sequential cells by signal (all words and copies together) (netlist names) --
register / count
count: 4
ps: 6
-- final timing paths --
| check | slack [ns] | cells past startpoint | startpoint | end |
|---|---|---|---|---|
| min in group asynchronous | 0.57 | 2 | rst | ps[5]$_DFF_PP0_ |
| worst max register to register | 0.99 | 5 | count[1]$_DFFE_PP0P_ | count[0]$_DFFE_PP0P_ |
| worst max-delay path | 0.33 | 3 | ps[4]$_DFF_PP0_ | light_MT[2] |
| worst min-delay path | 0.52 | 1 | count[0]$_DFFE_PP0P_ | count[0]$_DFFE_PP0P_ |
| worst min register to register | 0.52 | 1 | count[0]$_DFFE_PP0P_ | count[0]$_DFFE_PP0P_ |
| max in group asynchronous | 1.71 | 2 | rst | ps[0]$_DFF_PP1_ |
-- kinds of logic (layout without fill, tap and decap cells) --
family	after synthesis	in the layout	synth area share
and+or+nand+nor	30	30	0.2565
muxes	1	1	0.01487
adders and majority gates	2	2	0.03717
DFF	10	10	0.3736
buffers and inverters	16	23	0.1357
AOI/OAI and AO/OA	18	18	0.1822
-- where the power goes --
part	internal, mW	total [mW]	switching [mW]
Combinational	0.00140	0.00471	0.00331
Sequential	0.156	0.156	0
Clock	0.133	0.195	0.0619
Total	0.291	0.356	0.0652
-- cells in the final DEF, fill, tap and decap left out, types with 2 or more instances in the layout --
cell type and n:
sky130_fd_sc_hd__a21oi_1 5, sky130_fd_sc_hd__clkbuf_8 4, sky130_fd_sc_hd__nor3_1 5, sky130_fd_sc_hd__o21ai_0 4, sky130_fd_sc_hd__ha_1 2, sky130_fd_sc_hd__nand2b_1 2
sky130_fd_sc_hd__clkdlybuf4s50_1 13, sky130_fd_sc_hd__or4_4 2, sky130_fd_sc_hd__dfrtp_1 9, sky130_fd_sc_hd__or3_1 2, sky130_fd_sc_hd__inv_1 6, sky130_fd_sc_hd__nand2_1 5
sky130_fd_sc_hd__nor2_1 7, sky130_fd_sc_hd__o31ai_2 2
-- layer usage --
layer / part of all wire / routed length, µm / global-route usage / vias to the layer above
li1: - / - / - / 275
met1: 0.43 / 689 / 0.04600 / 253
met2: 0.43 / 685 / 0.05778 / 18
met3: 0.13 / 204 / 0.01923 / 2
met4: 0.0069 / 11 / 0.001247 / 0
met5: 0 / 0 / 0 / -
-- cell usage after synthesis --
master / n
sky130_fd_sc_hd__a2111oi_0: 1
sky130_fd_sc_hd__a21boi_0: 1
sky130_fd_sc_hd__a21oi_1: 5
sky130_fd_sc_hd__a22o_1: 1
sky130_fd_sc_hd__a22oi_1: 1
sky130_fd_sc_hd__a2bb2oi_1: 1
sky130_fd_sc_hd__a31oi_1: 1
sky130_fd_sc_hd__buf_6: 2
sky130_fd_sc_hd__clkbuf_1: 6
sky130_fd_sc_hd__clkbuf_8: 1
sky130_fd_sc_hd__dfrtp_1: 9
sky130_fd_sc_hd__dfstp_2: 1
sky130_fd_sc_hd__dlygate4sd3_1: 1
sky130_fd_sc_hd__ha_1: 2
sky130_fd_sc_hd__inv_1: 6
sky130_fd_sc_hd__mux2i_1: 1
sky130_fd_sc_hd__nand2_1: 5
sky130_fd_sc_hd__nand2b_1: 2
sky130_fd_sc_hd__nand4b_1: 1
sky130_fd_sc_hd__nor2_1: 7
sky130_fd_sc_hd__nor2_2: 1
sky130_fd_sc_hd__nor2_4: 1
sky130_fd_sc_hd__nor2b_1: 1
sky130_fd_sc_hd__nor3_1: 5
sky130_fd_sc_hd__o21ai_0: 4
sky130_fd_sc_hd__o21ai_1: 1
sky130_fd_sc_hd__o31ai_2: 2
sky130_fd_sc_hd__or2_2: 1
sky130_fd_sc_hd__or2b_2: 1
sky130_fd_sc_hd__or3_1: 2
sky130_fd_sc_hd__or3_2: 1
sky130_fd_sc_hd__or4_4: 2
Power and IR drop assume default switching activity.
